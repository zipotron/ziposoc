[design.v]
module freq_div #(parameter PERIOD=6000,
					parameter PERIOD_WIDTH=12) (input clk, output reg clk_1khz);
    reg [PERIOD_WIDTH:0] count = 0;
    always @(posedge clk)
     begin
        if(count == PERIOD)
            begin
                clk_1khz <= ~clk_1khz;
                count <= 0;
            end
        else
            count <= count + 1;
     end
endmodule
module ziposoc #(
	parameter EXTENSION_C = 1
) (	input	clk25_mhz,
	output  [7:0] leds);
	wire [63:0] addr;
	wire [63:0]	byte_read;
	wire [63:0]	byte_write;
	wire [7:0] leds_io;
	wire rw;
	assign leds = led_switch? byte_read[7:0] : leds_io;  
	reg led_switch=0;
	data_bus data(.clk(clk_1khz), .rw(rw), .addr(addr), .read(byte_read), .write(byte_write), .led(leds_io), .exception(exception));
	zipocpu cpu(clk25_mhz, rw, addr, byte_write, byte_read);
	freq_div div(clk25_mhz, clk_1khz);
	defparam div.PERIOD = 30000;
	defparam div.PERIOD_WIDTH = 20;
endmodule
[run.sh]
#!/bin/bash
# OpenROAD 26Q1-2900-gdf79404cd8, Yosys 0.63+post, stock flow scripts
make -C /OpenROAD-flow-scripts/flow DESIGN_CONFIG=/design/flow/config.mk WORK_HOME=/design/flow/orfs finish
[config.mk]
export PLATFORM = sky130hd
export DESIGN_NAME = freq_div
export DESIGN_NICKNAME = freq_div
export VERILOG_FILES = /design/flow/design.v
export SDC_FILE = /design/flow/constraint.sdc
export NUM_CORES = 4
export LEC_CHECK = 1
export CORE_AREA = 10 10 74 74
export DIE_AREA = 0 0 84 84
[constraint.sdc]
current_design freq_div

set clk_period 2.2
set clk_io_pct 0.2

create_clock -name clk0 -period $clk_period [get_ports {clk}]

set non_clock_inputs [all_inputs -no_clocks]
set_input_delay [expr $clk_period * $clk_io_pct] -clock clk0 $non_clock_inputs
set_output_delay [expr $clk_period * $clk_io_pct] -clock clk0 [all_outputs]
==> results.toml <==
# yosys + openroad results
[route]
detail_route.first_pass.iterations = 4
avgViaCountPerCell = 3.90
met2RoutedLength_um = 388
topRoutingLayerUsed = "met4"
postRouteWirelength_um = 1060
route.detailed.wl_per_inst_um = 8.92
met1_length_um = 562
met3RoutedLength_um = 82
number_of_antenna_cells_inserted = 0
detail_route.iter0.violations = 28
vias = 464
drc = 0
detail-route-antenna-nets = 0

[synthesis]
synth_largest_type_area_fraction_pct = 40.9
edf_count = 1
synth.yosys.seq_area_share_pct = 45.7
syn-cell-area_um2 = 636
synth.lib_cells_used.distinct = 20
ys_cells = 64
post-synth-top-count-cell = "dfxtp_1"
yosysChipArea_um2 = 636
synthCells = 64
async_flop_share_pct = 0
synth.cells.most_frequent = "13 x dfxtp_1, 6 x a21oi_2, 5 x inv_1"
synth-warning-count = 1
synthDominantAreaCellType = "dfxtp_1"
synth_area_per_cell_um2 = 9.93
netlist_top_cells_area = "dfxtp_1 41%, a21oi_2 8.3%, edfxtp_1 4.7%"
most_common_flop_cell_mapped_by_yosys = "dfxtp_1"
numSynthFlops = 14

[layout]
finalNonFillerCells = 119
syn2layout_area_growth_pct = 17.9
post-route-cell-area_um2 = 749
drive_gt1_share_pct = 21.7
num-fill-cells = 431

[clock_network]
post_cts_resized = 0
clkSinkCount = 14
clock_tree_from_tritoncts = "built"
numCtsBuffers = 3
clkSlewWorstSetupHoldPaths_ns = 0.06
clock_tree.htree_level_count = 1
worstSkewPairLatency_ns = 0.24
cts_buffer_depth = 2
clock_tree.root_cell = "clkbuf_8"
post_cts_setup_bufs = 0
cts_hold_buffers = 0

[power_and_ir_drop]
pd_cells_nw_per_um2 = 630
power.ir.vdd_worst_mv = 0.140
p_leak_nw = 0.292

[worst_setup_path]
r2r_end = "count[1]"
worstSetupStartpointType = "flip-flop"
critPathRequiredTime_ns = 2.33
critPathKind = "reg2reg"
rr_startpoint = "count[11]"
startpoint = "count[11]"
cp-end-kind = "flip-flop"
timing.critical_path.fanout_max = 10
reg_to_reg_setup_timing_slack_ns = 0.56
worst_case_reg_to_reg_path_depth = 4
worst_ep_arrival_time_ns = 1.77

[hold_path]
hp-start = "count[0]"
hold_path_depth = 1
holdPathEnd = "count[0]"
min_path_type = "reg2reg"

[timing]
max_slew_margin_pct = 78.4
final_hold_slack_ns = 0.490
report.final.hold_viol_count = 0
fin_setup_tns_ns = 0
timing.final.crit_share_pct = 74.5
timing_max_transition_violations_final = 0
fmaxAchievable_ghz = 0.610
timing.final.ws_setup_ns = 0.560
timing.final.crit_period_ns = 1.64
worst-slew-pin-transition_ns = 0.321
fin_skew_ns = 0.00137
final-setup-viol-count = 0
rsz_0062_raised_after_global_routing = "false"

[floorplanning]
core_um2 = 3970
io-pin-count = 2
die-area_um2 = 7060
chipWidth_um = 84
core_util_floorplan_pct = 16.0
rows = 23
chipHeight_um = 84

[global_routing]
number_of_antenna_violations_at_the_first_check_in_global_routing = 0
grt_usage_pct = 3.19
grt_pass1_wl_um = 1960
grt_pass1_vias = 439
globalRouteOverflowTotal = 0
largest_net_degree_at_the_start_of_global_routing = 11

[place]
place.detailed.instances = 115
post-place-ws_ns = 0.570
count_of_input_and_output_buffers = 1
gpl.final_weighted_congestion = 0.747
detailed_place.area_um2 = 704
dp_hpwl_um = 748

[flow_run]
timing.max_cap.violations = 0
warning_count = 26

[status]
status = "complete, no violations"
==> routing by layer <==
layer / track usage (%) / vias to the layer above
met1: 4.72 / 209
met4: 0.913 / 0
li1: - / 239
met5: 0 / -
met2: 3.97 / 12
met3: 1.38 / 4
==> power by group <==
group          leakage, nW    total, mW  switching [mW]  internal, mW
clock               0.0228        0.216          0.0879         0.128
sequential           0.116        0.256               0         0.256
combinational        0.153  0.000000153               0             0
==> state kept, by name (all words and copies together), names as in the netlist <==
name      flops
clk_1khz      1
count        13
==> per-stage QoR <==
step                util, %  power (mW)
floorplan                 -       0.262
global placement       17.7       0.262
detailed placement     17.7       0.262
CTS                    18.9       0.475
global route           18.9       0.490
finish                 18.9       0.472
==> kinds of logic after synthesis <==
family,share of synthesized area (%)
adders and majority gates,3.94
DFF,45.7
xor gates and xnor gates,6.89
AOI/OAI and AO/OA,14.2
and+or+nand+nor,24.6
buffers and inverters,4.72
==> layout make-up <==
cell class	instances	area, µm²	share of cell area, %
Clock buffer	4	45.0	6.01
Tap cell	50	62.6	8.35
Sequential cell	14	290	38.7
Timing Repair Buffer	2	17.5	2.34
Multi-Input combinational cell	44	315	42.1
Inverter	5	18.8	2.50
==> critical path: stages, from the launching register on <==
cell and delay [ns]:
dfxtp_1 0.34, or4_1 0.55, nor4_2 0.31, buf_4 0.27, nor2b_1 0.06
==> worst max-delay path by stage <==
stage | slack, ns | end
after CTS | 0.56 | count[1]
final | 0.56 | count[1]
after global routing | 0.48 | count[12]
==> cells in the final DEF (no fill, tap or decap), drive strengths merged, types with 3 or more instances in the layout <==
cell type,synthesis,layout
dfxtp,13,13
a21oi,6,6
inv,5,5
nand2,4,4
or4,4,4
nand3,4,4
clkbuf,0,4
xnor2,3,3
nor2,3,3
o31ai,3,3
o21ai,3,3
or3,3,3
nand4,3,3
Power figures rest on the tool's default switching activity, not on a simulated workload.
